--- design.v ---
`timescale 1ns/1ps
`default_nettype none
module pcm_nrz(
    input wire clk,
    input wire reset_n,
    input wire rxd,
    output wire [7:0] tx_data,
    output wire tx_en,
    output wire lock,
    output wire dbg
);
parameter CLK_HZ = 10240000;
parameter BIT_RATE = 51200;
parameter FRAME_SIZE = 128;
parameter SYNC_PATTERN = 26'b00000101_01111001_10110111_11;
localparam CYCLES_PER_BIT = CLK_HZ / BIT_RATE;
reg rxd1;
reg rxd2;
reg rxd_bit;
reg rxd_bit1;
always @(posedge clk) begin
    if (~reset_n) begin
        rxd1 <= 1'b0;
        rxd2 <= 1'b0;
        rxd_bit <= 1'b0;
        rxd_bit1 <= 1'b0;
    end else begin
        rxd2 <= rxd1;
        rxd1 <= rxd;
        rxd_bit1 <= rxd_bit;
        if ((rxd & rxd1 & rxd2) | (~rxd & ~rxd1 & ~rxd2)) begin
            rxd_bit <= rxd;
        end else begin
            rxd_bit <= rxd_bit;
        end
    end
end
wire rxd_edge;
assign rxd_edge = rxd_bit != rxd_bit1;
localparam COUNT_SIZE = $clog2(CYCLES_PER_BIT);
reg [COUNT_SIZE-1:0] sample_count;
always @(posedge clk) begin
    if (~reset_n) begin
        sample_count <= 0;
    end else begin
        if (rxd_edge) begin
            sample_count <= 0;
        end else begin
            if (sample_count == (CYCLES_PER_BIT-1)) begin
                sample_count <= 0;
            end else begin
                sample_count <= sample_count + 1;
            end
        end
    end
end
wire bit_sample;
assign bit_sample = (sample_count == (CYCLES_PER_BIT/2));
assign dbg = bit_sample;
reg [25:0] rx_bits;
always @(posedge clk) begin
    if (~reset_n) begin
        rx_bits <= 26'b0;
    end else begin
        if (bit_sample) begin
            rx_bits <= {rx_bits[24:0], rxd_bit};
        end else begin
            rx_bits <= rx_bits;
        end
    end
end
reg [7:0] frame_count;
wire pos_sync;
assign pos_sync = (frame_count == 8'b0) && (rx_bits == SYNC_PATTERN);
wire neg_sync;
assign neg_sync = (frame_count == 8'b0) && ((~rx_bits) == SYNC_PATTERN);
wire sync;
assign sync = pos_sync || neg_sync;
reg inverted;
always @(posedge clk) begin
    if (~reset_n) begin
        inverted <= 1'b0;
    end else begin
        if (pos_sync) begin
            inverted <= 1'b0;
        end else if (neg_sync) begin
            inverted <= 1'b1;
        end else begin
            inverted <= inverted;
        end
    end
end
reg [2:0] bit_count;
always @(posedge clk) begin
    if (~reset_n) begin
        bit_count <= 3'b0;
    end else begin
        if (sync) begin
            bit_count <= 3'b0;
        end else if (bit_sample) begin
            bit_count <= bit_count + 1;
        end else begin
            bit_count <= bit_count;
        end
    end
end
wire byte_sync;
assign byte_sync = bit_sample && (bit_count == 0);
always @(posedge clk) begin
    if (~reset_n) begin
        frame_count <= 8'b0;
    end else begin
        if (sync) begin
            frame_count <= FRAME_SIZE;
        end else if (tx_en) begin
            if (frame_count > 0) begin
                frame_count <= frame_count - 1;
            end else begin
                frame_count <= frame_count;
            end
        end else begin
            frame_count <= frame_count;
        end
    end
end
assign lock = (frame_count > 0);
assign tx_en = (lock) & byte_sync;
wire [7:0] raw_data;
assign raw_data = rx_bits[25:18];
assign tx_data = (inverted) ? ~raw_data : raw_data;
endmodule
`default_nettype wire
--- run.sh ---
#!/bin/bash
# OpenROAD 26Q1-2900-gdf79404cd8, Yosys 0.63+post, stock flow scripts
make -C /OpenROAD-flow-scripts/flow DESIGN_CONFIG=/design/flow/config.mk WORK_HOME=/design/flow/orfs finish
--- config.mk ---
export PLATFORM = sky130hd
export DESIGN_NAME = pcm_nrz
export DESIGN_NICKNAME = pcm_nrz
export VERILOG_FILES = /design/flow/design.v
export SDC_FILE = /design/flow/constraint.sdc
export NUM_CORES = 4
export LEC_CHECK = 1
export CORE_UTILIZATION = 40
--- constraint.sdc ---
current_design pcm_nrz

set clk_period 7.3
set clk_io_pct 0.2

create_clock -name clk0 -period $clk_period [get_ports {clk}]

set non_clock_inputs [all_inputs -no_clocks]
set_input_delay [expr $clk_period * $clk_io_pct] -clock clk0 $non_clock_inputs
set_output_delay [expr $clk_period * $clk_io_pct] -clock clk0 [all_outputs]
==> reports/qor.tcl <==
set qor(grt_remaining_overflow) 0
set qor(use_met2_pct) 23.9
set qor(floorplan.core_area_mm2) 0.00524
set qor(syn-instance-count) 260
set qor(cp-start-kind) {flip-flop}
set qor(final_cell_count_without_fillers) 340
set qor(power.switching_uw) 101
set qor(post_drt_via_cell_ratio) 4.98
set qor(holdWs_ps) 474
set qor(final_report_setup_violation_count) 0
set qor(die_h_um) 76.7
set qor(slew_violations) 0
set qor(placed_cells) 332
set qor(clock.latency.late_pin_ps) 300
set qor(timing.rr.end) {frame_count[1]}
set qor(areaGrowthSynthToFinish_pct) 13.8
set qor(first_global_vias) 1563
set qor(hold_buf_cts) 0
set qor(cts_tree) {done}
set qor(p_sw_share_pct) 19.2
set qor(ant_nets) 0
set qor(period_used_pct) 52.6
set qor(top_cell_area_share_pct) 44.9
set qor(num_vias) 1693
set qor(cell_depth_of_the_worst_flop_to_flop_path) 5
set qor(buffer_ports.inserted) 13
set qor(synth_cell_type_count) 44
set qor(number_of_antenna_violations_at_the_first_check_in_global_routing) 0
set qor(cts_resized) 0
set qor(io_pins) 14
set qor(clock_tree.root_cell) {sky130_fd_sc_hd__clkbuf_8}
set qor(nFillCells) 501
set qor(fmaxAchievable_mhz) 261
set qor(cts_made_buffers) 5
set qor(clock_slew_at_the_register_clock_pins_of_the_worst_setup_and_hold_paths_ps) 90
set qor(layout.cells.most_common_list) {59 x sky130_fd_sc_hd__nand2_1, 50 x sky130_fd_sc_hd__dfxtp_1, 28 x sky130_fd_sc_hd__a21oi_1}
set qor(post-cts-setup-buffers) 0
set qor(ys_async_sr_fraction_pct) 0
set qor(setup_ws_ps) 3460
set qor(enable_flop_cells) 0
set qor(fin_crit_ps) 3840
set qor(power.share.combinational_pct) 2.3
set qor(hold_path.class) {reg -> reg}
set qor(layout.core_utilization_pct) 48.5
set qor(hold_viol) 0
set qor(wire_per_inst_um) 11.9
set qor(n_antenna_cell) 0
set qor(number_of_standard_cell_rows_in_the_floorplan) 26
set qor(reg2reg_slack_ps) 4920
set qor(detailedRoute.firstIterationViolations) 95
set qor(synth_stat.cells) 260
set qor(final_common_cell) {sky130_fd_sc_hd__nand2_1}
set qor(required_ps) 5840
set qor(power.sequential.fraction_pct) 52.6
set qor(cellLeakagePower_nw) 0.909
set qor(setup.worst_path.start) {frame_count[2]}
set qor(maximum_level_of_the_cts_h_tree) 2
set qor(seq_area_frac_synth_pct) 44.9
set qor(placedInstanceArea_mm2) 0.00240
set qor(timing.rr.start) {rx_bits[21]}
set qor(clock_network_fraction_of_total_power_pct) 45.1
set qor(count_of_synthesis_stage_warnings_from_yosys) 1
set qor(endpoint) {tx_en}
set qor(die-area_mm2) 0.00588
set qor(maxCapViolations) 0
set qor(grt_setup_unrepaired) {no}
set qor(maxSlewHeadroom_pct) 55.2
set qor(worst-slew-pin-transition_ps) 672
set qor(run_status) {finished, final reports clean}
set qor(final_total_pwr_uw) 526
set qor(place_congestion) 0.765
set qor(dpl_worst_slack_ps) 3790
set qor(cell_area_after_layout_mm2) 0.00254
set qor(p_int_uw) 425
set qor(grt_start_max_net_pins) 38
set qor(power.ir.vdd_worst_mv) 0.0740
set qor(use_met1_pct) 23.3
set qor(timing.clock.skew_ps) 8.21
set qor(top_cells_by_area) {sky130_fd_sc_hd__dfxtp_1 45%, sky130_fd_sc_hd__nand2_1 9.9%, sky130_fd_sc_hd__a21oi_1 6.3%}
set qor(worst_setup_path_end_kind) {primary output}
set qor(floorplan.core_util_pct) 42.6
set qor(grt_use_total_pct) 15.3
set qor(synth_top_flop_cell) {sky130_fd_sc_hd__dfxtp_1}
set qor(cts.sinks) 50
set qor(post_synth_instance_area_mm2) 0.00223
set qor(drt_pre_antenna_iters) 4
set qor(synth_chip_area_mm2) 0.00223
set qor(dieWidth_um) 76.7
set qor(largest_fanout_of_any_net_on_the_critical_path) 10
set qor(grt_pass1_wl_um) 7240
set qor(global_routing_usage_on_met3_pct) 3.02
set qor(wirelength_um) 4060
set qor(grt.busiest_layer) {met2}
set qor(route.detailed.drc) 0
set qor(share_of_layout_cells_above_drive_strength_1_pct) 8.52
set qor(openroad_warning_count) 28
set qor(timing.setup.tns_ps) 0
set qor(power.density_cell_area_mw_per_mm2) 207
set qor(largest_area_cell) {sky130_fd_sc_hd__dfxtp_1}
set qor(timing.setup.critical_path_class) {reg -> out}
set qor(cts.path.max_buffers) 2
set qor(post_synth.cell_area_avg_um2) 8.58
set qor(place.detailed.hpwl_um) 2590
set qor(ys.flops) 50
set qor(critPathArrivalTime_ps) 2380
[final cells by class]
type,instances,area (µm²),area share (%)
clock buffer,6,82.6,3.25
clock inverter,2,60.1,2.37
inverter,11,41.3,1.63
multi-input combinational,187,1130,44.5
sequential,50,1000,39.4
tap,70,87.6,3.45
timing repair buffer,14,138,5.42
[cells in the mapped netlist, types with 4 or more instances]
library cell,number
sky130_fd_sc_hd__nor4_1,5
sky130_fd_sc_hd__nand3_1,4
sky130_fd_sc_hd__dfxtp_1,50
sky130_fd_sc_hd__inv_1,9
sky130_fd_sc_hd__ha_1,6
sky130_fd_sc_hd__nand4_1,5
sky130_fd_sc_hd__a21oi_1,28
sky130_fd_sc_hd__nor3_1,9
sky130_fd_sc_hd__nor2_1,14
sky130_fd_sc_hd__xnor2_1,7
sky130_fd_sc_hd__nand4b_1,5
sky130_fd_sc_hd__clkbuf_1,7
sky130_fd_sc_hd__xor2_1,15
sky130_fd_sc_hd__nand2_1,59
[per-layer routing]
metal / part of all wire, % / routed length [µm] / vias to the layer above
met5: 0 / 0 / -
met4: 1.6 / 63 / 0
li1: - / - / 897
met2: 42 / 1730 / 14
met3: 2.7 / 109 / 6
met1: 53 / 2160 / 776
[worst min path at each step]
| stage | end | start | slack, ps | cells past startpoint |
|---|---|---|---|---|
| CTS | sample_count[0] | sample_count[0] | 480 | 1 |
| global route | rx_bits[18] | rx_bits[17] | 510 | 2 |
| finish | sample_count[0] | sample_count[0] | 470 | 1 |
[flip-flops by register name, summed over array words and instances (netlist names)]
| name | count |
|---|---|
| sample_count | 8 |
| rxd1 | 1 |
| frame_count | 8 |
| bit_count | 3 |
| rx_bits | 26 |
| rxd2 | 1 |
| inverted | 1 |
| rxd_bit | 1 |
| rxd_bit1 | 1 |
[cell families after synthesis]
logic type / after synthesis / share of synthesized area [%]
AOI/OAI and AO/OA: 39 / 10.5
xor gates and xnor gates: 22 / 8.64
adders and majority gates: 6 / 3.37
buffers and inverters: 23 / 4.54
DFF: 50 / 44.9
muxes: 1 / 0.449
and+or+nand+nor: 119 / 27.6
[critical path, cell delays in order, from the launching register on]
cell	delay [ps]
sky130_fd_sc_hd__dfxtp_1	360
sky130_fd_sc_hd__or4_4	570
sky130_fd_sc_hd__or4b_4	630
sky130_fd_sc_hd__nand2_4	100
sky130_fd_sc_hd__inv_2	40
sky130_fd_sc_hd__clkdlybuf4s50_1	380
[power by group through the flow]
stage | clock network [mW] | registers [mW] | logic (mW)
after CTS | 0.243 | 0.277 | 0.0123
after global routing | 0.252 | 0.277 | 0.0136
final | 0.237 | 0.277 | 0.0122
